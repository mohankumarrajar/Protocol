$ cat ./config.mk
export PLATFORM = sky130hd
export DESIGN_NAME = top_module
export DESIGN_NICKNAME = top_module
export VERILOG_FILES = /design/flow/design.v
export SDC_FILE = /design/flow/constraint.sdc
export NUM_CORES = 4
export LEC_CHECK = 1
export CORE_UTILIZATION = 30
$ cat ./constraint.sdc
current_design top_module

set clk_period 6.4
set clk_io_pct 0.2

create_clock -name clk0 -period $clk_period [get_ports {clk}]

set non_clock_inputs [all_inputs -no_clocks]
set_input_delay [expr $clk_period * $clk_io_pct] -clock clk0 $non_clock_inputs
set_output_delay [expr $clk_period * $clk_io_pct] -clock clk0 [all_outputs]
$ cat ./design.v
module transmitter(
  input clk,baud_tclk,rst,
  input [7:0]data,
  output reg tx,done_t
);
  reg [1:0]ps,ns;
  reg [3:0]count;
  reg st = 1'b0;
  parameter idle = 2'b00, start = 2'b01, parity = 2'b10, stop = 2'b11;
  always@(posedge clk) begin
    if(rst) begin
      ps <= idle;
      ns <= idle;
      tx <= 1'b1;
      count <= 4'd0;
      done_t <= 1'b0;
    end
    else begin
      ps <= ns;
    end
  end
  always@(posedge baud_tclk) begin
    case(ps)
      idle : begin 
        if(!st) begin 
          tx <= 1'b0;
          ns <= start;
          st <= 1'b1;
        end
        else ns <= idle;
      end
      start : begin
        if (count <= 7) begin
          tx <= data[count];
          count = count + 1'b1;
        end 
        else begin
          count <= 0;
          ns <= parity;
        end
      end
      parity : begin
        tx <= ^data;
        ns <= stop;
      end
      stop : begin
        tx <= 1'b1;
        done_t <= 1'b1;
        ns <= idle;
      end
    endcase
  end
endmodule
module reciver(
  input clk,rst,baud_rclk,rx,
  output reg done_r,error
);
  reg [1:0]ps,ns;
  reg [3:0]count;
  reg [7:0]data;
  parameter idle = 2'b00, start = 2'b01, parity = 2'b10;
  always@(posedge clk) begin
    if(rst) begin
      ps <= idle;
      ns <= idle;
      count <= 4'd0;
      done_r <= 1'b0;
      data <= 8'd0;
    end
    else begin
      ps <= ns;
    end
  end
  always@(posedge baud_rclk) begin
    case(ps)
      idle : begin 
        if(!rx) begin
          ns <= start;
        end
      end
      start : begin
        if(count <= 7) begin
          data[count] <= rx;
          count <= count + 1'b1;
        end
        else begin
          ns <= parity;
          count <= 4'd0;
        end
      end
      parity : begin
        if(^data == 1'b0) begin 
          done_r <= 1'b1;
          error <= 0;
          ns <= idle;
        end
        else begin
          error <= 1'b1;
          ns <= idle;
        end
      end
      default ns <= idle;
    endcase
  end
endmodule
module baud_rate(
  input clk,rst,
  output reg baud_clk
);
  parameter integer baud_rate = 115200;
  parameter integer fqr = 100000000;
  integer count;
  parameter integer clk_div = fqr / baud_rate;
  always@(posedge clk ) begin
    if(rst) begin
      count <= 0;
      baud_clk <= 0;
    end
    else begin
      if(count == clk_div) begin
      count <= 0;
      baud_clk <= 1;
    end
    else begin
      count =count + 1;
      baud_clk <= 0;
    end
    end
  end
endmodule
module top_module(
  input clk,rst,
  output reg baud_clk,
  input [7:0]data,
  output reg tx,done_t,
  output reg done_r,error
);
  baud_rate baud(.clk(clk),.rst(rst),.baud_clk(baud_clk));
  wire baud_tclk;
  assign baud_tclk = baud_clk;
  transmitter trans(.clk(clk),.rst(rst),.data(data),.baud_tclk(baud_tclk),.tx(tx),.done_t(done_t));
  wire rx;
  assign rx = tx;
  reciver res(.clk(clk),.rst(rst),.baud_rclk(baud_tclk),.rx(rx),.done_r(done_r),.error(error));
endmodule
$ cat ./run.sh
#!/bin/bash
# OpenROAD 26Q1-2900-gdf79404cd8, Yosys 0.63+post, stock flow scripts
make -C /OpenROAD-flow-scripts/flow DESIGN_CONFIG=/design/flow/config.mk WORK_HOME=/design/flow/orfs finish
==> flow_metrics.py <==
# Flow results
metrics = {
    "job": {
        "tool_warnings": 34,
        "maxCapViolations": 0,
    },
    "route": {
        "drc": 0,
        "drt_pass1_iterations": 4,
        "drt_wl_total_um": 3650,
        "num_antenna_cells": 0,
        "vias": 1435,
        "drt-vias-per-instance": 5.35,
        "ant_nets": 0,
        "initialDrtViolationCount": 86,
        "wl_per_cell_um": 13.6,
    },
    "critical_path": {
        "critical_path_class": "primary input to flip-flop",
        "start_kind": "primary input",
        "worst-path-buf-inv": 2,
        "r2r_setup_slack_ns": 4.08,
        "cp_top_family": "buffers and inverters",
        "cp_cell_sequence": "clkdlybuf4s50_1 -> o21bai_2 -> buf_4 -> nor2_1",
        "worstPathArrival_ns": 2.51,
        "cp_max_fo": 19,
        "worst_path_max_delay_cell": "clkdlybuf4s50_1",
        "end_kind": "flip-flop",
        "slowest_delay_ns": 0.49,
        "cp.required_ns": 6.57,
    },
    "clock_tree": {
        "root_buffer": "clkbuf_8",
        "clk_pin_slew_ns": 0.07,
        "numCtsBuffers": 5,
        "ctsResizeCount": 0,
        "clk_latency_ns": 0.29,
        "cts_hold_buf": 0,
        "cts_max_level": 2,
        "cts_tree": "built",
        "clock_sinks": 33,
        "cts_buffer_depth": 2,
        "post-cts-setup-buffer-count": 0,
    },
    "timing": {
        "max_slew_margin": 0.528,
        "tightest_slew_ns": 0.705,
        "layout_setup_ws_ns": 4.06,
        "fin_worst_skew_ns": 0.0116,
        "period_used_share": 0.366,
        "slew_viol_final": 0,
        "timing.fmax_mhz": 427,
        "whs_ns": 0.492,
        "tns_ns": 0,
        "finalSetupViolations": 0,
        "hold_viol": 0,
        "rsz0062_at_grt": "no",
        "fin_crit_ns": 2.34,
    },
    "logic_synthesis": {
        "synth_seq_share": 0.395,
        "top_area_frac": 0.395,
        "syn_area_um2": 1670,
        "syn_area_per_cell_um2": 8.50,
        "yosysCellCount": 197,
        "ys_ff": 33,
        "synth_warnings": 37,
        "area_leaders": "dfxtp_1 (39%), nand4_1 (5.6%), xnor2_1 (4.7%)",
        "yosys_area_um2": 1670,
        "synth.distinct_cells": 33,
        "yosys.area.top_type": "dfxtp_1",
        "syn_inst": 197,
    },
    "pwr": {
        "ir_drop_uv": 92.5,
        "power_density_nw_per_um2": 228,
        "power.leakage_nw": 0.522,
    },
    "outcome": {
        "status": "complete, no violations",
    },
    "layout": {
        "fin_cells": 268,
        "n_fill_cell": 535,
        "drive_gt1_frac": 0.0808,
        "logic_area_um2": 937,
        "final-seq-area_um2": 661,
        "synthToLayoutAreaGrowth_pct": 10.4,
    },
    "floorplanning": {
        "die_h_um": 76.7,
        "die_area_um2": 5880,
        "io-pin-count": 15,
        "rows": 26,
        "initCoreUtil": 0.320,
        "die_x_um": 76.7,
        "core_area_um2": 5240,
    },
    "placement": {
        "io_buffers": 2,
        "dp.final_hpwl_um": 2500,
        "routabilityCongestion": 0.859,
        "dp_slack_ns": 3.75,
        "place_inst": 260,
    },
    "grt": {
        "grt_pass1_wl_um": 6120,
        "grt_usage": 0.132,
        "overflow": 0,
        "grt_pass1_vias": 1263,
        "grt_antenna_before_repair": 0,
        "grt_start_max_net_pins": 21,
    },
    "worst_hold_path": {
        "hold_path.class": "flip-flop to flip-flop",
    },
}
## cell usage after synthesis, drive strengths merged
cell type  count
dfxtp         33
conb           2
and4           4
xor2           5
and3           2
and2           1
or4b           2
nor3           4
xnor2          9
ha             2
or3            5
nand3         11
a21oi         16
nor2          19
nor4b          3
buf            6
o21bai         1
nand2         10
nor4           8
o21ai          4
nand4         15
inv            5
o41ai          2
or4           12
clkbuf         6
o31ai         10
## per-stage QoR
stage                      util  instance area, um2  total power [mW]
final                     0.353                1850             0.421
after global routing      0.353                1850             0.439
after CTS                 0.353                1850             0.427
after detailed placement  0.331                1730             0.224
after global placement    0.331                1730             0.224
after floorplan               -                1680             0.222
## cells by family after synthesis
family | count (synthesis) | share of synthesized area
other | 2 | 0.00449
adder cells (fa/ha/maj) | 2 | 0.0149
AND/OR/NAND/NOR | 96 | 0.339
flip-flops | 33 | 0.395
buffers and inverters | 17 | 0.0523
XOR/XNOR | 14 | 0.0732
AND-OR/OR-AND | 33 | 0.122
## registers in the layout (all words and copies together), names as in the netlist
signal         flops
baud.baud_clk      1
baud.count        32
## metal layers
metal / GRT usage / vias to the layer above / routed length (um)
li1: - / 739 / -
met1: 0.205 / 670 / 1940
met2: 0.188 / 22 / 1530
met3: 0.0363 / 4 / 140
met4: 0.0154 / 0 / 35
met5: 0 / - / 0
## worst reg2reg max path, delay by kind of cell (launching register included)
family	cells	cell delay, ns
compound gates	1	0.16
flops	1	0.45
simple gates	3	1.66
## power by group
part	switching (mW)	leakage, nW	total, mW	internal (mW)
combinational	0.00590	0.198	0.00975	0.00385
sequential	0.00292	0.266	0.210	0.207
clock	0.0744	0.0585	0.201	0.127
## final cells by class
class | count | share of cell area
timing repair buffer | 3 | 0.0149
multi-input combinational | 149 | 0.507
tap | 70 | 0.0474
clock buffer | 7 | 0.0467
clock inverter | 1 | 0.0162
sequential | 33 | 0.357
inverter | 5 | 0.0102
## worst paths after layout
path,from,end,cells past startpoint
setup / recovery,rst,baud.count[14],4
hold / removal,baud.count[31],baud.count[31],2
setup reg to reg,baud.count[5],baud.count[23],4
hold reg to reg,baud.count[31],baud.count[31],2
## cell usage in the layout (no fill, tap or decap), types with 2 or more instances in the layout
| master | count |
|---|---|
| o21ai_0 | 4 |
| xor2_1 | 5 |
| xnor2_1 | 9 |
| or4_4 | 3 |
| nand4_1 | 15 |
| or3_1 | 5 |
| a21oi_1 | 15 |
| o31ai_1 | 10 |
| clkbuf_8 | 6 |
| or4_1 | 9 |
| nor4b_1 | 3 |
| o41ai_1 | 2 |
| and3_1 | 2 |
| nor4_1 | 8 |
| dfxtp_1 | 33 |
| nor2_1 | 19 |
| clkdlybuf4s50_1 | 2 |
| and4_1 | 3 |
| nand3_1 | 10 |
| nand2_1 | 10 |
| conb_1 | 4 |
| nor3_1 | 4 |
| inv_1 | 5 |
| ha_1 | 2 |
No activity file was given, so power comes from the tool's default toggle rates.
